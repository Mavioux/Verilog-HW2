--- flow/design.v ---
module Hamming_Decoder(  output wire[12:1] decoded_word,
                        input wire[17:1] noisy_word);
wire p1, p2, p3, p4, p5;
wire[1:5] err_num;
xor(w1_1, noisy_word[1], noisy_word[3]);
xor(w1_2, noisy_word[5], noisy_word[7]);
xor(w1_3, noisy_word[9], noisy_word[11]);
xor(w1_4, noisy_word[13], noisy_word[15]);
xor(w1_5, w1_1, w1_2);
xor(w1_6, w1_3, w1_4);
xor(w1_7, w1_5, w1_6);
xor(err_num[1], w1_7, noisy_word[17]);
xor(w2_1, noisy_word[2], noisy_word[3]);
xor(w2_2, noisy_word[6], noisy_word[7]);
xor(w2_3, noisy_word[10], noisy_word[11]);
xor(w2_4, noisy_word[14], noisy_word[15]);
xor(w2_5, w2_1, w2_2);
xor(w2_6, w2_3, w2_4);
xor(err_num[2], w2_5, w2_6);
xor(w3_1, noisy_word[4], noisy_word[5]);
xor(w3_2, noisy_word[6], noisy_word[7]);
xor(w3_3, noisy_word[12], noisy_word[13]);
xor(w3_4, noisy_word[14], noisy_word[15]);
xor(w3_5, w3_1, w3_2);
xor(w3_6, w3_3, w3_4);
xor(err_num[3], w3_5, w3_6);
xor(w4_1, noisy_word[8], noisy_word[9]);
xor(w4_2, noisy_word[10], noisy_word[11]);
xor(w4_3, noisy_word[12], noisy_word[13]);
xor(w4_4, noisy_word[14], noisy_word[15]);
xor(w4_5, w4_1, w4_2);
xor(w4_6, w4_3, w4_4);
xor(err_num[4], w3_5, w3_6);
xor(err_num[5], noisy_word[16], noisy_word[17]);
and(temp1, ~err_num[5], ~err_num[4], ~err_num[3], err_num[2], err_num[1]);
xor(decoded_word[1], temp1, noisy_word[3]);
and(temp2, ~err_num[5], ~err_num[4], err_num[3], ~err_num[2], err_num[1]);
xor(decoded_word[2], temp2, noisy_word[5]);
and(temp3, ~err_num[5], ~err_num[4], err_num[3], err_num[2], ~err_num[1]);
xor(decoded_word[3], temp3, noisy_word[6]);
and(temp4, ~err_num[5], ~err_num[4], err_num[3], err_num[2], err_num[1]);
xor(decoded_word[4], temp4, noisy_word[7]);
and(temp5, ~err_num[5], err_num[4], ~err_num[3], ~err_num[2], err_num[1]);
xor(decoded_word[5], temp5, noisy_word[9]);
and(temp6, ~err_num[5], err_num[4], ~err_num[3], err_num[2], ~err_num[1]);
xor(decoded_word[6], temp6, noisy_word[10]);
and(temp7, ~err_num[5], ~err_num[4], err_num[3], ~err_num[2], err_num[1]);
xor(decoded_word[7], temp7, noisy_word[11]);
and(temp8, ~err_num[5], ~err_num[4], err_num[3], ~err_num[2], err_num[1]);
xor(decoded_word[8], temp8, noisy_word[12]);
and(temp9, ~err_num[5], err_num[4], err_num[3], ~err_num[2], err_num[1]);
xor(decoded_word[9], temp9, noisy_word[13]);
and(temp10, ~err_num[5], err_num[4], err_num[3], err_num[2], ~err_num[1]);
xor(decoded_word[10], temp10, noisy_word[14]);
and(temp11, ~err_num[5], err_num[4], err_num[3], err_num[2], err_num[1]);
xor(decoded_word[11], temp11, noisy_word[15]);
and(temp12, err_num[5], ~err_num[4], ~err_num[3], ~err_num[2], err_num[1]);
xor(decoded_word[12], temp12, noisy_word[17]);
endmodule
--- flow/run.sh ---
#!/bin/bash
# OpenROAD 26Q1-2900-gdf79404cd8, Yosys 0.63+post, stock flow scripts
make -C /OpenROAD-flow-scripts/flow DESIGN_CONFIG=/design/flow/config.mk WORK_HOME=/design/flow/orfs finish
--- flow/config.mk ---
export PLATFORM = sky130hd
export DESIGN_NAME = Hamming_Decoder
export DESIGN_NICKNAME = Hamming_Decoder
export VERILOG_FILES = /design/flow/design.v
export SDC_FILE = /design/flow/constraint.sdc
export NUM_CORES = 4
export LEC_CHECK = 1
export CORE_AREA = 10 10 70 70
export DIE_AREA = 0 0 80 80
--- flow/constraint.sdc ---
current_design Hamming_Decoder

set clk_period 2.3
set clk_io_pct 0.2

create_clock -name clk0 -period $clk_period

set non_clock_inputs [all_inputs -no_clocks]
set_input_delay [expr $clk_period * $clk_io_pct] -clock clk0 $non_clock_inputs
set_output_delay [expr $clk_period * $clk_io_pct] -clock clk0 [all_outputs]
==> results.txt <==
Purpose: to document the outcome of synthesis and place and route.

Status
The run finished, with violations left. The checks that failed: negative setup slack.

STA
The worst pin sits at a relative slew slack of 81.5%. The critical path in the final layout is reported with a setup slack of -0.0487 ns. For the pin with the worst max-slew slack, the measured transition is 0.276 ns. The final worst hold slack is 1.26 ns. The total negative slack for setup checks is -0.0733 ns. Setup repair after global routing could not meet its margin everywhere. The final setup violation count is 3. The final hold violation count recorded for this run is 0. The worst path uses 102% of the clock period. After layout, the minimum clock period comes to 2.35 ns. The flow reports an fmax of around 430 MHz. The final max-slew violation count recorded for this run is 0.

Detailed routing
After detailed routing, the number of vias per cell comes to between 3 and 4. After detailed routing, the wire length on met1 is 576 um. The met2 layer wire length in the routed design is 575 um. TritonRoute reported its final design rule violation total as 0.

The final route contains 398 vias. The routed design ends up with an antenna cell count of 0. The number of search-and-repair iterations in the first detailed-routing pass is 2. The total wire length is 1270 um. After the first detailed-routing iteration, the DRC count stood at 21. The average detailed-routed wire length per instance is 10.2 um. Once detail routing completed, the nets flagged for antenna violations numbered 0. The total met3 wirelength after detailed routing is 115 um. The highest layer touched by signal routing is met3.

Die
The total area inside the core boundary comes to 3420 um2. The fraction of the core area occupied by cells at floorplan is under 10%. The floorplan die height is around 80 um. The floorplan step defined a die boundary enclosing 6400 um2. The die outline width is about 80 um. The total number of placement rows is 21. The I/O pin total is 29.

Place
The buffer_ports step reported a buffer count of 28. The post-placement cell area is 688 um2. The detailed placer's ending HPWL is between 900 and 1000 um.

At the end of routability-driven placement, the weighted congestion stood at about 0.68.

Global routing
The via count of the first global-routing pass came to 466. The maximum number of pins on one net before global-route repair is 6. The total congestion overflow after global routing is 0. The aggregate global-route resource usage is 4.00%. The number of antenna violations at the first check in global routing was 0. The first global-routing pass estimated 2210 um of wire.

Worst setup path
The critical path goes through buf_2 > xnor2_4 > xnor2_2 > xor2_2 > buf_4 > or3_1 > a21oi_1 > nor2_1 > buf_2. The maximum single-stage delay on the critical path is about 0.35 ns. The peak fanout along the critical path is 4. The critical path start-end classification is in2out.

Per the post-run analysis, buffers plus inverters along the critical path come to 3. The critical path arrival is 1.89 ns. The kind of cell with the highest combined delay along the critical path is XOR/XNOR gates. The critical-path cell with the highest stage delay is sky130_fd_sc_hd__or3_1. STA puts the critical path data required time at between 1.5 and 2 ns. By instance count, the cell type seen most on the critical path is sky130_fd_sc_hd__buf_2. The element type at the critical path start is an input port.

The worst setup path is captured at a primary output.

Clock tree
The hold buffer count at CTS is 0.

Synth
Sorting the synthesized cells by area gives the leading types as sky130_fd_sc_hd__xnor2_1 25%, sky130_fd_sc_hd__xor2_1 17%, sky130_fd_sc_hd__xnor2_2 15%. The cell area that synthesis handed to floorplanning was 315 um2. The number of cells produced by synthesis is slightly above 40. The cell type contributing the most total cell area after synthesis is sky130_fd_sc_hd__xnor2_1.

The unique cell type count in the Yosys netlist is 15. The number of cells in Yosys stat is roughly 40. Post-synthesis, Yosys gives the total cell area as 315 um2. A synthesized cell averages between 7 and 8 um2. The post-synthesis sequential area ratio is 0%. Yosys reports that the most numerous cell types are 9 x sky130_fd_sc_hd__xnor2_1, 6 x sky130_fd_sc_hd__clkbuf_1, 6 x sky130_fd_sc_hd__xor2_1, 5 x sky130_fd_sc_hd__nor2_1, 3 x sky130_fd_sc_hd__xnor2_2. The number of warnings reported in the yosys synthesis log is 37. The area fraction of the dominant cell type after synthesis is 25.0%. The cell with the most instances after synthesis is sky130_fd_sc_hd__xnor2_1.

Layout
The final instance area is 870 um2. Summing all multi-input logic gate instances after layout gives between 400 and 500 um2. The filler cells instantiated in the layout total 359. In the final layout, the clock buffer count is 0. The area growth from synthesis to layout is 176%. The utilization of the core after routing is 25.5%.

The share of cells above drive strength 1 is 71.8%. The number of sequential storage elements is 0. The sequential cells in the finished layout cover a total of 0 um2.

Pwr
Summing internal, switching and leakage power gives 382 uW. The worst ir drop on vdd is 0.145 mV. The static leakage is 0.395 nW. The report lists the power per cell area as 439 nW/um2.

Job
The number of warnings reported in the stage logs is 35. Across the run, the number of max-cap violations was 0.

Worst hold path
The worst hold-check path type is in2out. The path with the worst hold slack has its endpoint at decoded_word[1]. The instance count along the most critical hold path is 4. The source of the worst hold timing path is noisy_word[3].
## metrics by stage
step / setup slack [ns] / std cells
3_3_place_gp: -0.790 / 117
2_1_floorplan: 0.245 / 41
4_1_cts: -0.0649 / 124
3_5_place_dp: -0.825 / 117
5_1_grt: -0.131 / 124
6_report: -0.0487 / 124
## layout by cell type (no fill, tap or decap)
cell	instances
sky130_fd_sc_hd__mux2i_2	1
sky130_fd_sc_hd__dlymetal6s2s_1	1
sky130_fd_sc_hd__clkdlybuf4s15_1	1
sky130_fd_sc_hd__buf_2	12
sky130_fd_sc_hd__xnor2_2	7
sky130_fd_sc_hd__xor2_1	4
sky130_fd_sc_hd__dlygate4sd2_1	1
sky130_fd_sc_hd__mux2i_1	1
sky130_fd_sc_hd__nand2_2	1
sky130_fd_sc_hd__inv_1	1
sky130_fd_sc_hd__nor2_4	1
sky130_fd_sc_hd__nor3b_4	1
sky130_fd_sc_hd__buf_8	2
sky130_fd_sc_hd__or3_1	1
sky130_fd_sc_hd__nor2_1	2
sky130_fd_sc_hd__xnor2_4	5
sky130_fd_sc_hd__buf_4	17
sky130_fd_sc_hd__clkdlybuf4s50_1	8
sky130_fd_sc_hd__nor2_2	2
sky130_fd_sc_hd__xor2_2	3
sky130_fd_sc_hd__buf_6	2
sky130_fd_sc_hd__nor3_4	1
sky130_fd_sc_hd__and2_4	1
sky130_fd_sc_hd__a21oi_1	2
## timing repair
| item | in CTS | in global routing |
|---|---|---|
| pin swaps | 22 | 8 |
| endpoints found under the hold margin | 0 | 0 |
| cloned | 0 | 0 |
| setup endpoints to repair | 5 | 5 |
| gates resized | 90 | 12 |
| setup buffers | 9 | 0 |
## how the worst max path moves through the flow
| stage | slack [ns] | endpoint | depth (start not counted) | startpoint |
|---|---|---|---|---|
| final | -0.05 | decoded_word[12] | 9 | noisy_word[14] |
| after global routing | -0.13 | decoded_word[12] | 9 | noisy_word[2] |
| after CTS | -0.06 | decoded_word[12] | 9 | noisy_word[11] |
## per-layer routing
| metal | GRT usage (%) | up-vias |
|---|---|---|
| met5 | 0 | - |
| met4 | 0 | 0 |
| met3 | 1.14 | 0 |
| met2 | 6.18 | 17 |
| met1 | 5.71 | 185 |
| li1 | - | 196 |
## worst min-delay path: stages
cell,delay (ns)
sky130_fd_sc_hd__buf_6,0.09
sky130_fd_sc_hd__buf_4,0.10
sky130_fd_sc_hd__xor2_1,0.05
sky130_fd_sc_hd__buf_2,0.11
## layout make-up
cell class | instances | share of cell area (%)
repair buffers | 44 | 40.4
well taps | 46 | 6.62
inverters | 1 | 0.432
multi-input cells | 33 | 52.5
## logic make-up after synthesis
logic type,Yosys count,synth area share [%]
AOI/OAI and AO/OA,2,3.17
buffers and inverters,8,11.5
muxes,2,6.35
and+or+nand+nor,10,16.7
xor gates and xnor gates,19,62.3
## power breakdown
group / total, mW / leakage, nW / switching (mW) / internal (mW)
combinational: 0.382 / 0.395 / 0.159 / 0.223
clock: 0 / 0 / 0 / 0
sequential: 0 / 0 / 0 / 0
total: 0.382 / 0.395 / 0.159 / 0.223
No activity file was given, so power comes from the tool's default toggle rates.
