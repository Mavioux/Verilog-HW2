### design/flow/run.sh
#!/bin/bash
# OpenROAD 26Q1-2900-gdf79404cd8, Yosys 0.63+post, stock flow scripts
make -C /OpenROAD-flow-scripts/flow DESIGN_CONFIG=/design/flow/config.mk WORK_HOME=/design/flow/orfs finish
### design/flow/config.mk
export PLATFORM = sky130hd
export DESIGN_NAME = Hamming_Encoder
export DESIGN_NICKNAME = Hamming_Encoder
export VERILOG_FILES = /design/flow/design.v
export SDC_FILE = /design/flow/constraint.sdc
export NUM_CORES = 4
export LEC_CHECK = 1
export CORE_AREA = 10 10 70 70
export DIE_AREA = 0 0 80 80
### design/flow/constraint.sdc
current_design Hamming_Encoder

set clk_period 1.8
set clk_io_pct 0.2

create_clock -name clk0 -period $clk_period

set non_clock_inputs [all_inputs -no_clocks]
set_input_delay [expr $clk_period * $clk_io_pct] -clock clk0 $non_clock_inputs
set_output_delay [expr $clk_period * $clk_io_pct] -clock clk0 [all_outputs]
### design/flow/design.v
module Hamming_Encoder (output wire[17:1] encoded_word,
                        input wire[12:1] input_word);
xor(w1_1, input_word[1], input_word[2]);
xor(w1_2, input_word[4], input_word[5]);
xor(w1_3, input_word[7], input_word[9]);
xor(w1_4, input_word[11], input_word[12]);
xor(w1_5, w1_1, w1_2);
xor(w1_6, w1_3, w1_4);
xor(encoded_word[1], w1_5, w1_6);
xor(w2_1, input_word[1], input_word[3]);
xor(w2_2, input_word[4], input_word[6]);
xor(w2_3, input_word[7], input_word[10]);
xor(w2_4, w2_1, w2_2);
xor(w2_5, w2_3, input_word[11]);
xor(encoded_word[2], w2_4, w2_5);
xor(w3_1, input_word[2], input_word[3]);
xor(w3_2, input_word[4], input_word[8]);
xor(w3_3, input_word[9], input_word[10]);
xor(w3_4, w3_1, w3_2);
xor(w3_5, w3_3, input_word[11]);
xor(encoded_word[4], w3_4, w3_5);
xor(w4_1, input_word[5], input_word[6]);
xor(w4_2, input_word[7], input_word[8]);
xor(w4_3, input_word[9], input_word[10]);
xor(w4_4, w4_1, w4_2);
xor(w4_5, w4_3, input_word[11]);
xor(encoded_word[8], w4_4, w4_5);
assign encoded_word[3] = input_word[1];
assign encoded_word[5] = input_word[2];
assign encoded_word[6] = input_word[3];
assign encoded_word[7] = input_word[4];
assign encoded_word[9] = input_word[5];
assign encoded_word[10] = input_word[6];
assign encoded_word[11] = input_word[7];
assign encoded_word[12] = input_word[8];
assign encoded_word[13] = input_word[9];
assign encoded_word[14] = input_word[10];
assign encoded_word[15] = input_word[11];
assign encoded_word[16] = input_word[12];
assign encoded_word[17] = input_word[12];
endmodule
==> flow_summary.toml <==
# yosys + openroad results
[die]
die_y_microns = 80
pin_count = 29
fp_util = 0.07729
num_rows = 21
core_sq_mm = 0.003416
fp.dieW_microns = 80
die_area_sq_mm = 0.006400

[logic_synthesis]
synth.avg_cell_area_sq_um = 8.250
netlist_instances = 32
netlist-cell-type-count = 3
top_area_frac = 0.4645
yosysWarnings = 21
topCellsByArea = "xnor2_1, buf_4, xor2_1"
synth_area_sq_um = 264.0
synth_area_leader_cell = "xnor2_1"
yosys-top-cells-count = "xnor2_1, buf_4, xor2_1"
synthMostInstantiatedCell = "xnor2_1"
ys_area_sq_um = 264.0
synth_stat.cells = 32
ys_seq_frac = 0

[placed_design]
dp_hpwl_microns = 943.6
dpl-instance-area_sq_um = 551.8
gp_congestion = 0.7392
pre_cts_ws_ps = -535.6
placed_cells = 99
portBuffers = 29

[timing]
period_used_share = 0.9755
setup_violations = 0
worst_slew_pin_slew_ps = 202.4
rsz0062_at_grt = "false"
hold_viol = 0
fin_hold_ws_ps = 1248
slew_headroom = 0.8644
setup_slack_ps = 44.16
maxClockFrequency_mhz = 569.5
finalMaxSlewViolations = 0
finalCriticalPeriod_ps = 1756

[route]
via_count = 249
antenna_left = 0
insertedDiodeCount = 0
wirelength_microns = 983
viasPerCell = 2.465
drc = 0
drtIter0Drc = 1
drtPass1Iterations = 2
routedWlPerCell_microns = 9.733

[worst_setup_path]
crit_path_max_fanout = 3
crit_type = "in2out"
critPathLaunchType = "primary input"
cp.required_ps = 1440
cpMaxStageDelayCell = "clkdlybuf4s15_1"
crit_arrival_ps = 1400
path_cells = "clkdlybuf4s15_1, xor2_1, buf_4, buf_12, xnor2_2, xnor2_1, buf_2"
endpoint_kind = "output pin"
cp_slowest_stage_delay_ps = 220

[final_layout]
seq_cell_count = 0
clkbuf_count = 0
fillers = 403
fin_area_sq_um = 595.6
regArea_sq_um = 0
drive_above_1_share = 0.3455
syn2layout_area_growth_pct = 125.6
layoutNonFillerInstCount = 101

[grt]
grt_pass1_vias = 281
grt-ovfl-total = 0
track_usage = 0.02755
antenna_found_initial = 0
grt_pass1_wl_mm = 1.386
grt_max_degree = 4

[hold_path]
hold_depth = 2
hp-class = "in2out"

[clock_tree]
cts_hold_buf = 0

[power]
irDropWorstVdd_mv = 0.04674
p_leak_nw = 0.2557
powerDensity_mw_per_mm2 = 352.9

[run]
warning_count = 32
cap_viol_max_count = 0

[run_status]
status = "complete, no violations"
## final cells by class
type | instances | area [sq um] | area share
multi-input cells | 19 | 219.0 | 0.3676
well taps | 46 | 57.56 | 0.09664
repair buffers | 36 | 319.1 | 0.5357
## worst max-delay path, delay by kind of cell
kind / cells / cell delay, ps
xor+xnor: 3 / 430
buf+inv: 4 / 610
## layer usage
layer,track usage,up-vias,part of all wire,wire length (microns)
met2,0.06180,7,0.65,642
met3,0.007955,0,0.063,62
li1,-,133,-,-
met5,0,-,0,0
met1,0.02326,109,0.28,278
met4,0,0,0,0
## where the power goes
group	leakage [nW]	total [mW]	internal, mW	switching, mW
clock	0	0	0	0
combinational	0.256	0.210	0.140	0.0697
sequential	0	0	0	0
total	0.256	0.210	0.140	0.0697
## path summary, 6_finish.rpt
check     startpoint                to  slack (ps)
min    input_word[6]  encoded_word[10]        1250
max    input_word[9]   encoded_word[4]          40
## stage by stage
stage | power [mW] | TNS [ps] | util
after floorplan | 0.08266 | 0 | -
after global placement | 0.2222 | -2077 | 0.1615
after detailed placement | 0.2232 | -2159 | 0.1615
after CTS | 0.2221 | 0 | 0.1773
after global routing | 0.2313 | 0 | 0.1744
final | 0.2102 | 0 | 0.1744
## what timing repair did
action | 4_1_cts | 5_1_grt
endpoints found under the hold margin | 0 | 0
resized | 28 | 7
setup endpoints to repair | 8 | 3
buffers inserted | 2 | 0
pin swaps | 8 | 2
## kinds of logic after synthesis
family                    after synthesis  synth area share
xor gates and xnor gates               19            0.6303
buffers and inverters                  13            0.3697
## cells in the final DEF (no fill, tap or decap)
cell type	synthesis	layout
clkbuf_2	0	3
xor2_1	5	5
xnor2_2	0	7
dlygate4sd2_1	0	9
buf_2	0	2
buf_12	0	1
clkdlybuf4s15_1	0	2
xnor2_1	14	7
clkdlybuf4s50_1	0	13
buf_4	13	6
Power is estimated from default activity; no workload was simulated.
